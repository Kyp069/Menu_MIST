**run.sh**
```bash
#!/bin/bash
# OpenROAD 26Q1-2900-gdf79404cd8, Yosys 0.63+post, stock flow scripts
make -C /OpenROAD-flow-scripts/flow DESIGN_CONFIG=/design/flow/config.mk WORK_HOME=/design/flow/orfs finish
```
**config.mk**
```make
export PLATFORM = sky130hd
export DESIGN_NAME = sdram
export DESIGN_NICKNAME = sdram
export VERILOG_FILES = /design/flow/design.v
export SDC_FILE = /design/flow/constraint.sdc
export NUM_CORES = 4
export LEC_CHECK = 1
export CORE_UTILIZATION = 50
```
**constraint.sdc**
```tcl
current_design sdram

set clk_period 3.6
set clk_io_pct 0.2

create_clock -name clk0 -period $clk_period [get_ports {clk}]

set non_clock_inputs [all_inputs -no_clocks]
set_input_delay [expr $clk_period * $clk_io_pct] -clock clk0 $non_clock_inputs
set_output_delay [expr $clk_period * $clk_io_pct] -clock clk0 [all_outputs]
```
**design.v**
```verilog
module sdram (
	inout  reg [15:0] SDRAM_DQ,    
	output reg [12:0] SDRAM_A,     
	output reg        SDRAM_DQML,  
	output reg        SDRAM_DQMH,  
	output reg [1:0]  SDRAM_BA,    
	output            SDRAM_nCS,   
	output            SDRAM_nWE,   
	output            SDRAM_nRAS,  
	output            SDRAM_nCAS,  
	input             init_n,      
	input             clk,         
	input             clkref,
	input             port1_req,
	output reg        port1_ack,
	input             port1_we,
	input      [23:1] port1_a,
	input       [1:0] port1_ds,
	input      [15:0] port1_d,
	output     [31:0] port1_q,
	input      [23:2] cpu1_addr,
	output reg [31:0] cpu1_q,
	input             cpu1_oe
);
parameter MHZ = 80;  
localparam RASCAS_DELAY   = 3'd2;    
localparam BURST_LENGTH   = 3'b001;  
localparam ACCESS_TYPE    = 1'b0;    
localparam CAS_LATENCY    = 3'd2;    
localparam OP_MODE        = 2'b00;   
localparam NO_WRITE_BURST = 1'b1;    
localparam MODE = { 3'b000, NO_WRITE_BURST, OP_MODE, CAS_LATENCY, ACCESS_TYPE, BURST_LENGTH}; 
localparam RFRSH_CYCLES = 16'd78*MHZ/10;
localparam STATE_RAS0      = 3'd0;    
localparam STATE_CAS0      = STATE_RAS0 + RASCAS_DELAY;  
localparam STATE_DS1       = STATE_RAS0 + RASCAS_DELAY + 1'd1;  
localparam STATE_READ0     = STATE_CAS0 + CAS_LATENCY + 2'd2;  
localparam STATE_READ1     = STATE_CAS0 + CAS_LATENCY + 2'd3;  
localparam STATE_LAST      = 3'd7;
reg [2:0] t;
always @(posedge clk) begin
	reg clkref_d;
	clkref_d <= clkref;
	t <= t + 1'd1;
	if (t == STATE_LAST) t <= STATE_RAS0;
	if (~clkref_d & clkref) t <= 3'd1;
end
reg [4:0]  reset;
reg        init = 1'b1;
always @(posedge clk, negedge init_n) begin
	if(!init_n) begin
		reset <= 5'h1f;
		init <= 1'b1;
	end else begin
		if((t == STATE_LAST) && (reset != 0)) reset <= reset - 5'd1;
		init <= !(reset == 0);
	end
end
localparam CMD_INHIBIT         = 4'b1111;
localparam CMD_NOP             = 4'b0111;
localparam CMD_ACTIVE          = 4'b0011;
localparam CMD_READ            = 4'b0101;
localparam CMD_WRITE           = 4'b0100;
localparam CMD_BURST_TERMINATE = 4'b0110;
localparam CMD_PRECHARGE       = 4'b0010;
localparam CMD_AUTO_REFRESH    = 4'b0001;
localparam CMD_LOAD_MODE       = 4'b0000;
reg  [3:0] sd_cmd;    
reg [15:0] sd_din;
assign SDRAM_nCS  = sd_cmd[3];
assign SDRAM_nRAS = sd_cmd[2];
assign SDRAM_nCAS = sd_cmd[1];
assign SDRAM_nWE  = sd_cmd[0];
reg [24:1] addr_latch;
reg [24:1] addr_latch_next;
reg [15:0] din_latch;
reg        oe_latch;
reg        we_latch;
reg  [1:0] ds;
localparam PORT_NONE  = 2'd0;
localparam PORT_CPU1  = 2'd1;
localparam PORT_REQ   = 2'd2;
reg  [2:0] next_port;
reg  [2:0] port;
reg        port1_state;
always @(*) begin
	if (port1_req ^ port1_state) begin
		next_port = PORT_REQ;
		addr_latch_next = { 1'b0, port1_a };
	end else if (cpu1_oe) begin
		next_port = PORT_CPU1;
		addr_latch_next = { 1'b0, cpu1_addr, 1'b0 };
	end else begin
		next_port = PORT_NONE;
		addr_latch_next = addr_latch;
	end
end
always @(posedge clk) begin
	sd_din <= SDRAM_DQ;
	SDRAM_DQ <= 16'bZZZZZZZZZZZZZZZZ;
	{ SDRAM_DQMH, SDRAM_DQML } <= 2'b11;
	sd_cmd <= CMD_NOP;   
	if(init) begin
		if(t == STATE_RAS0) begin
			if(reset == 15) begin
				sd_cmd <= CMD_PRECHARGE;
				SDRAM_A[10] <= 1'b1;       
			end
			if(reset == 10 || reset == 8) begin
				sd_cmd <= CMD_AUTO_REFRESH;
			end
			if(reset == 2) begin
				sd_cmd <= CMD_LOAD_MODE;
				SDRAM_A <= MODE;
				SDRAM_BA <= 2'b00;
			end
		end
	end else begin
		if(t == STATE_RAS0) begin
			addr_latch <= addr_latch_next;
			port <= next_port;
			{ oe_latch, we_latch } <= 2'b00;
			if (next_port != PORT_NONE) begin
				sd_cmd <= CMD_ACTIVE;
				SDRAM_A <= addr_latch_next[22:10];
				SDRAM_BA <= addr_latch_next[24:23];
				if (next_port == PORT_REQ) begin
					{ oe_latch, we_latch } <= { ~port1_we, port1_we };
					ds <= port1_ds;
					din_latch <= port1_d;
					port1_state <= port1_req;
				end else begin
					{ oe_latch, we_latch } <= 2'b10;
					ds <= 2'b11;
				end
			end else begin
				sd_cmd <= CMD_AUTO_REFRESH;
			end
		end
		if(t == STATE_CAS0 && (we_latch || oe_latch)) begin
			sd_cmd <= we_latch?CMD_WRITE:CMD_READ;
			{ SDRAM_DQMH, SDRAM_DQML } <= ~ds;
			if (we_latch) begin
				SDRAM_DQ <= din_latch;
				port1_ack <= port1_req;
			end
			SDRAM_A <= { 4'b0010, addr_latch[9:1] };   
			SDRAM_BA <= addr_latch[24:23];
		end
		if(t == STATE_DS1 && oe_latch) begin
			{ SDRAM_DQMH, SDRAM_DQML } <= ~ds;
		end
		if(t == STATE_READ0 && oe_latch) begin
			case(port)
				PORT_REQ:  begin port1_q[15:0] <= sd_din; end
				PORT_CPU1: begin cpu1_q[15:0]  <= sd_din; end
				default: ;
			endcase;
		end
		if(t == STATE_READ1 && oe_latch) begin
			case(port)
				PORT_REQ:  begin port1_q[31:16] <= sd_din; port1_ack <= port1_req; end
				PORT_CPU1: begin cpu1_q[31:16]  <= sd_din; end
				default: ;
			endcase;
		end
	end
end
endmodule
```
==> flow_summary.yaml <==
# physical design summary
synth:
  ys.flop_type: "edfxtp_1"
  synth_warnings: 4
  postSynthSeqShare: 0.785
  avgSynthCellArea_um2: 16.6
  ys_types: 47
  ys_cells: 366
  edf_count: 125
  postSynth.asyncResetShare: 0.0345
  syn-cell-area_um2: 6080
  ys_area_um2: 6080
  syn_inst: 366
  synth-seq-cells: 174
layout:
  synthToLayoutAreaGrowth_pct: 38.5
  final_util: 0.725
  design_area_um2: 8420
  nFillCells: 771
  drive_gt1_frac: 0.130
cts:
  cts_buffers: 17
  clockBufferDepth: 2
  cts_resized: 0
  root_buffer: "clkbuf_16"
  cts_tree: "yes"
  htree_levels: 4
  clkTransAtPathRegs_ns: 0.06
  ctsHoldBuffers: 0
  numClockSinks: 174
  clock_latency_ns: 0.41
  cts_setup_buffers: 0
worst_hold_path:
  hold_path_class: "flip-flop to flip-flop"
power_and_ir_drop:
  peakVddDrop_v: 0.000573
  powerDensity_nw_per_um2: 626
  leakagePower_nw: 3.14
route:
  routed_via_density: 5.01
  met2_length_mm: 5.53
  routed.top_layer: "met4"
  drc: 0
  via_count: 3463
  dr.pass1.iters: 21
  drt-total-wl_mm: 11.9
  antennaDiodeCount: 0
  met3_length_mm: 1.11
  wl_per_cell_um: 17.2
  drt_iter0_markers: 203
  wl_met1_mm: 5.02
  drtAntennaViolNets: 0
final_timing:
  fmax_mhz: 429
  maxSlewViolCount: 0
  tightest_slew_ns: 0.758
  min_period_ns: 2.33
  slew_headroom: 0.494
  hold_violations: 0
  fin_setup_tns_ns: 0
  timing.final.crit_share: 0.647
  skew_ns: 0.00728
  rsz0062_at_grt: "no"
  setup-violations-final: 0
grt:
  grt_pass1_vias: 3584
  grt_start_max_net_pins: 36
  grt_antenna_before_repair: 1
  overflow: 0
  grt_usage: 0.217
  grt_pass1_wl_mm: 18.7
setup_path:
  start_kind: "primary input"
  crit_path_end_kind: "flip-flop"
  critPathArrivalTime_ns: 2.58
  path_cells: "clkdlybuf4s50_1 > xor2_4 > buf_4 > mux2_2 > o2bb2ai_1"
  path_class: "primary input to flip-flop"
  crit_fanout: 35
  rrSetupSlack_ns: 1.55
  cp.buffers_inverters: 2
  max_stage_delay_ns: 0.58
  slowest_stage: "clkdlybuf4s50_1"
  critPathTopFamily: "buffers and inverters"
  cp.required_ns: 3.85
placed_design:
  gp_congestion: 0.822
  place_area_um2: 7790
  port_buffers: 153
  hpwl_mm: 8.04
floorplanning:
  core_util_floorplan: 0.523
  fp.dieH_um: 112
  row_count: 39
  io_pins: 171
  die_w_um: 112
  die_area_um2: 12600
  core_area_um2: 11600
job:
  openroad.warnings: 64
  drv_cap: 0
outcome:
  status: "complete, no violations"
registers in the layout (all words and copies together) (netlist names), 5 cells and up, named ones only:
name        count
SDRAM_A        13
SDRAM_DQ       16
addr_latch     24
cpu1_q         32
din_latch      16
port1_q        32
reset           5
sd_din         16
per-layer routing:
layer,track usage,up-vias
met5,0,-
met1,0.348,1639
li1,-,1666
met4,0.0356,0
met2,0.311,143
met3,0.105,15
layout make-up:
type                       instances  area, um2  share of cell area
clock inverter                    13        175              0.0208
timing repair buffer             164       1610               0.192
tap                              143        179              0.0213
inverter                          28        105              0.0125
clock buffer                      19        453              0.0538
sequential                       174       4770               0.567
multi-input combinational        150       1120               0.133
cell usage in the layout, fill, tap and decap left out, drive strengths merged, types with 4 or more instances in the layout:
cell type and count:
dfstp 6, inv 34, o2bb2ai 8, nor2b 4
buf 11, nor2 12, nand2 19, mux2i 15
edfxtp 125, and2 9, ha 9, or2 4
clkdlybuf4s50 153, dfxtp 43, o21ai 15, clkbuf 19
mux2 11
worst reg2reg max path, stage by stage, from the launching register on:
cell	delay, ns
dfxtp_1	0.33
inv_1	0.08
ha_1	0.16
or3b_1	0.48
inv_1	0.61
cells in the mapped netlist, drive strengths merged (2+ instances only):
master	instances	area share
edfxtp	125	0.62
dfxtp	43	0.14
inv	28	0.017
nand2	19	0.012
mux2i	15	0.025
o21ai	15	0.012
nor2	12	0.0074
mux2	11	0.020
buf	10	0.013
and2	9	0.0093
ha	9	0.019
o2bb2ai	8	0.012
dfstp	6	0.026
clkbuf	4	0.0027
nor2b	4	0.0045
or2	4	0.0041
and3	3	0.0031
nand2b	3	0.0043
nand3	3	0.0025
nor3	3	0.0025
nor3b	3	0.0037
o31ai	3	0.0037
a21boi	2	0.0025
and4	2	0.0029
o211ai	2	0.0025
o21ba	2	0.0033
o32a	2	0.0033
or3	2	0.0021
xnor2	2	0.0029
logic make-up (layout without fill, tap and decap cells):
kind of cell,after synthesis,in the layout,share of synthesized area
flops,174,174,0.785
simple gates,70,70,0.0632
buf+inv,42,224,0.0325
compound gates,41,41,0.0496
mux,26,26,0.0451
fa+ha+maj,9,9,0.0185
xor+xnor,3,3,0.00556
other cells,1,1,0.000617
through the flow:
step / setup slack [ns] / cells / hold slack [ns] / total power [W]
CTS: 1.28 / 691 / 0.321 / 0.00533
finish: 1.27 / 691 / 0.341 / 0.00527
global route: 1.17 / 691 / 0.304 / 0.00551
floorplan: 1.26 / 366 / 0.310 / 0.00300
detailed placement: 0.849 / 659 / 0.326 / 0.00343
global placement: 0.925 / 659 / 0.324 / 0.00342
report_power, final:
group          switching (W)  internal, W  total, W
registers           0.000112      0.00253   0.00264
logic               0.000337     0.000401  0.000738
clock network       0.000748      0.00115   0.00189
path summary, 6_finish.rpt:
check | start | to | depth (start not counted)
worst min register to register | SDRAM_DQ[1] | sd_din[1] | 0
worst max register to register | t[0] | addr_latch[18] | 4
max in group asynchronous | init_n | reset[4] | 1
min in group asynchronous | init_n | reset[2] | 1
worst min-delay path | SDRAM_DQ[1] | sd_din[1] | 0
worst max-delay path | port1_req | SDRAM_A[2] | 5
Power is estimated from default activity; no workload was simulated.
